[./constraint.sdc]
current_design SM_1153_colour_detection

set clk_period 1.7
set clk_io_pct 0.2

create_clock -name clk0 -period $clk_period [get_ports {clk_50}]
create_clock -name clk1 -period $clk_period [get_ports {freq}]

set non_clock_inputs [all_inputs -no_clocks]
set_input_delay [expr $clk_period * $clk_io_pct] -clock clk0 $non_clock_inputs
set_output_delay [expr $clk_period * $clk_io_pct] -clock clk0 [all_outputs]
[./run.sh]
#!/bin/bash
# OpenROAD 26Q1-2900-gdf79404cd8, Yosys 0.63+post, stock flow scripts
make -C /OpenROAD-flow-scripts/flow DESIGN_CONFIG=/design/flow/config.mk WORK_HOME=/design/flow/orfs finish
[./design.v]
module SM_1153_colour_detection(
input clk_50,
output [3:0]counter_temp,
output s2,
output s3,
output s0,
output s1,
input freq,
output [1:0]color, 
output [15:0]count_red,
output [15:0]count_green,
output [15:0]count_blue,
output red ,
output green,
output blue,
output detected
);
reg [1:0] color_temp;
parameter delay=100000;
assign s0=1;
assign s1=1;
reg red_temp=0;
reg green_temp=0;
reg blue_temp=0;
reg s2_1;
reg s3_1;
reg [3:0]temp=1;
reg [31:0]counter=1;
always@(posedge clk_50)begin
if(counter< delay)begin
counter<=counter+1;
end
else begin
 counter<=1;
end
end
always@(posedge clk_50)begin
if(counter==delay)begin
if(temp<4)begin
temp<=temp+1;
end
else temp<=1;
end
end
assign counter_temp=temp;
always@(posedge clk_50)begin
if(temp==1)begin
s2_1<=0;
s3_1<=0;
end
else if (temp==2)begin
s2_1<=0;
s3_1<=1;
end
else if(temp==3)begin
s2_1<=1;
s3_1<=1;
end
else if(temp==4)begin
s2_1<=1;
s3_1<=0;
end
end
reg [15:0]counter_red=0;
reg[15:0]counter_blue=0;
reg[15:0]counter_green=0;
reg[15:0]counter_red_temp;
reg[15:0]counter_green_temp;
reg[15:0]counter_blue_temp;
reg counter_aiv=0;
always@(posedge freq or posedge counter_aiv)begin
if(counter_aiv==1)begin
counter_red<=0;
counter_green<=0;
counter_blue<=0;
end
else if(temp==1)begin
counter_red<=counter_red+1;
end
else if(temp==2)begin
counter_green<=counter_green+1;
end
else if(temp==3)begin
counter_blue<=counter_blue+1;
end
end
reg detected_temp=0;
always@(posedge clk_50)begin
if(temp==4 && counter==1)begin
counter_blue_temp<=counter_blue;
counter_green_temp<=counter_green;
counter_red_temp<=counter_red;
if(counter_blue>=40 && counter_blue<=45 && counter_green>=27 && counter_green<=30 && counter_red>=35 && counter_red<=38)begin
detected_temp<=1;
color_temp<=2;
red_temp<=0;
green_temp<=1;
blue_temp<=0;
end
else if(counter_blue>=17 && counter_blue<=20 && counter_green>=22 && counter_green<=25 && counter_red>=61 && counter_red<=71)begin
detected_temp<=1;
color_temp<=1;
red_temp<=1;
green_temp<=0;
blue_temp<=0;
end
else if(counter_blue>=20 && counter_blue<=23 && counter_green>=37 && counter_green<=41 && counter_red>=19 && counter_red<=25)begin
detected_temp<=1;
color_temp<=3;
red_temp<=0;
green_temp<=0;
blue_temp<=1;
end
else if(counter_blue>=82 && counter_green>=101 && counter_red>=83)begin
color_temp<=0;
detected_temp<=0;
red_temp<=0;
green_temp<=0;
blue_temp<=0;
end
end
else if(temp==4 && counter==delay-1)begin
counter_aiv<=1;
end
else if(temp==1)begin
counter_aiv<=0;
end
end
assign s2=s2_1;
assign s3=s3_1;
assign count_blue=counter_blue_temp;
assign count_green=counter_green_temp;
assign count_red=counter_red_temp;
assign color=color_temp;
assign detected=detected_temp;
assign red=red_temp;
assign green=green_temp;
assign blue=blue_temp;
endmodule
[./config.mk]
export PLATFORM = sky130hd
export DESIGN_NAME = SM_1153_colour_detection
export DESIGN_NICKNAME = SM_1153_colour_detection
export VERILOG_FILES = /design/flow/design.v
export SDC_FILE = /design/flow/constraint.sdc
export NUM_CORES = 4
export LEC_CHECK = 1
export CORE_UTILIZATION = 40
==> impl_metrics.py <==
# Generated from Yosys and OpenROAD reports
metrics = {
    "outcome": {
        "status": "finished with violations",
        "violations": "setup timing",
    },
    "detailed_routing": {
        "dr.first_iter.drc_count": 221,
        "routed_wl_mm": 13.7,
        "remaining_drc_errors": 0,
        "antenna_left": 0,
        "drtPass1Iterations": 4,
        "diodes": 0,
        "routed-via-count": 4438,
        "viasPerCell": 4.82,
        "routedWlPerCell_um": 14.8,
    },
    "cells_and_area": {
        "area_growth_syn_to_layout_pct": 56.2,
        "fill_cells": 989,
        "stdcell_count": 921,
        "drive_gt1_share_pct": 42.6,
    },
    "power": {
        "p_total_mw": 6.47,
        "p_per_area_mw_per_mm2": 700,
        "ir_drop_mv": 0.457,
        "p_leak_nw": 3.95,
    },
    "worst_setup_path": {
        "critPathSlowestCell": "or4_4",
        "slowest_delay_ns": 0.55,
        "crit_family": "simple AND/OR/NAND/NOR gates",
        "start_kind": "register",
        "crit_buf_inv": 1,
        "path_class": "register to register",
        "cp.required_ns": 1.77,
        "reg2regPathDepth": 7,
        "path_cells": "nor2_4, nand3b_1, or4_4, a221oi_4, o21ai_2, a311oi_2, buf_4",
        "cp.arrival_ns": 2.35,
        "r2r_setup_slack_ns": -0.58,
        "timing.rr.end": "color_temp[0]$_SDFFCE_PP0P_",
        "endpoint_kind": "register",
        "cp_max_fo": 5,
        "r2r-start": "counter_green[7]$_DFFE_PP0P_",
    },
    "die": {
        "initCoreUtil_pct": 40.9,
        "die_w_um": 124,
        "die_h_um": 124,
        "fp-row-count": 44,
        "pin_count": 64,
        "core_area_sq_mm": 0.0145,
        "die-area_sq_mm": 0.0153,
    },
    "grt": {
        "grt_antenna_before_repair": 0,
        "grt_pass1_wl_mm": 21.5,
        "grt_pass1_vias": 4456,
        "grt_max_degree": 29,
        "gr-usage-met2_pct": 29.1,
        "use_met3_pct": 5.84,
        "overflow": 0,
        "grt_usage_pct": 19.3,
        "use_met1_pct": 29.4,
        "gr-max-usage-layer": "met1",
    },
    "yosys": {
        "ys_cells": 487,
        "ys_area_sq_mm": 0.00592,
        "synth.distinct_cells": 63,
        "area_leaders": "edfxtp_1 30%, dfrtp_1 20%, dfxtp_1 12%",
        "yosysMostFrequentCell": "edfxtp_1",
        "edf_count": 59,
        "synth-main-ff-cell": "edfxtp_1",
        "synth_warnings": 1,
        "async_flop_share_pct": 34.0,
        "synthTopCellsByCount": "59 x edfxtp_1, 48 x dfrtp_1, 48 x nor2_1, 44 x nand2_1, 39 x xnor2_1",
        "ys_seq_elements": 141,
        "synth_seq_share_pct": 61.7,
        "top_cell_area_share_pct": 29.9,
        "top_area_cell": "edfxtp_1",
        "syn_area_per_cell_sq_um": 12.1,
        "netlist_area_sq_mm": 0.00592,
        "syn_inst": 487,
    },
    "clocking": {
        "clkSinkCount": 141,
        "cts_tree": "built",
        "cts.clk_slew.worst_paths_ns": 0.06,
    },
    "run": {
        "warnings": 43,
        "maxCapViolCount": 0,
    },
    "timing": {
        "fin_ws_ns": -0.580,
        "rsz0062_at_grt": "true",
        "maxSlewViolCount": 0,
        "skew_ns": 0.00865,
        "setup_viol": 122,
        "hold_violations": 0,
    },
    "placement": {
        "dp_hpwl_mm": 8.67,
        "port_buffers": 60,
        "routabilityCongestion": 0.966,
        "dp_cells": 852,
    },
    "hold_path": {
        "hold_path_class": "register to async pin",
    },
}
[per-stage QoR]
| stage | hold WS [ns] | setup TNS [ns] | area (sq um) | setup WS (ns) | util (%) |
|---|---|---|---|---|---|
| finish | 0.385 | -31.62 | 9240 | -0.580 | 63.8 |
| global route | 0.445 | -42.29 | 9240 | -0.677 | 63.8 |
| CTS | 0.393 | -30.90 | 8730 | -0.518 | 60.3 |
| detailed placement | 0.321 | -33.65 | 7690 | -0.683 | 53.1 |
| global placement | 0.313 | -32.76 | 7690 | -0.615 | 53.1 |
| floorplan | 0.414 | -41.78 | 6070 | -0.744 | - |
[logic make-up after synthesis]
kind of cell	Yosys count	share of synthesized area, %
fa+ha+maj	19	4.02
other cells	2	0.127
buf+inv	38	3.74
xor+xnor	59	8.73
flops	141	61.7
simple gates	195	17.4
compound gates	33	4.27
[worst max-delay path by stage]
stage,startpoint,to,slack [ns],cells after the start
CTS,counter_green[7]$_DFFE_PP0P_,color_temp[0]$_SDFFCE_PP0P_,-0.52,7
global route,counter_red[1]$_DFFE_PP0P_,color_temp[0]$_SDFFCE_PP0P_,-0.68,9
finish,counter_green[7]$_DFFE_PP0P_,color_temp[0]$_SDFFCE_PP0P_,-0.58,7
[worst register-to-register path, cell delays in order, from the launching register on]
cell	delay, ns
dfrtp_1	0.40
nor2_4	0.11
nand3b_1	0.14
or4_4	0.55
a221oi_4	0.21
o21ai_2	0.10
a311oi_2	0.33
buf_4	0.20
[report_power, final]
group          internal, mW  total, mW  switching, mW
registers              3.53       3.54        0.00442
logic               0.00123    0.00580        0.00456
clock network          1.62       2.93           1.31
[final cells by class]
type                            count  area (sq um)  area share (%)
Sequential cell                   141          3660            39.6
Multi-Input combinational cell    325          2740            29.6
Timing Repair Buffer              225          2100            22.7
Clock buffer                       16           378            4.09
Tap cell                          184           230            2.49
Inverter                           22          85.1           0.921
Clock inverter                      8          53.8           0.582
[flip-flops by register name, indices dropped and copies added (netlist names), 2 cells and up]
register and cells:
counter 32, counter_blue 16, counter_blue_temp 16, counter_green 16
counter_green_temp 16, counter_red 16, counter_red_temp 16, temp 4
color_temp 2
[cells in the final DEF (no fill, tap or decap), types with 6 or more instances in the layout]
master	Yosys	routed
xnor2_1	39	32
xor2_1	20	19
nor3_1	10	6
o21ai_0	9	6
nand2_4	0	6
nor2_1	48	22
nor2_2	1	11
dfrtp_1	48	47
nand3_2	0	8
nor4_1	17	10
edfxtp_1	59	59
nand2_2	1	10
ha_4	0	7
clkdlybuf4s50_1	0	57
nand3_1	22	13
nand4_1	14	14
inv_1	22	11
clkbuf_16	0	15
conb_1	2	18
xnor2_2	0	7
buf_6	3	44
inv_2	0	9
ha_1	19	11
buf_4	3	115
nand2_1	44	30
dfxtp_1	34	31
nor2_4	1	17
[routing by layer]
| layer | vias to the layer above | wire [um] |
|---|---|---|
| met5 | - | 0 |
| met4 | 0 | 324 |
| met3 | 22 | 851 |
| met2 | 109 | 6130 |
| met1 | 2135 | 6350 |
| li1 | 2172 | - |
[repair_timing]
item,in CTS,in global routing
gates resized,96,93
buffers inserted,24,27
pin swaps,49,49
setup endpoints to repair,122,132
gates cloned,4,1
hold buffers,0,0
Power is estimated from default activity; no workload was simulated.
