File: flow/design.v
module SM_1153_uart(
	input clk_50M,	 
	output tx,
	input flag,
	input red,
	input green,
	input blue
);
parameter IDLE=3'b000;
parameter tx_start_bit=3'b001;
parameter tx_data_bit=3'b011;
parameter tx_stop_bit=3'b100;
parameter cleanup=3'b101;
parameter rest=3'b110;
parameter clks_per_bit=434;
reg [1:0]colour_temp;
reg counter=0;
reg [2:0]count_colors=1;
reg[2:0]r_state=IDLE;
reg[9:0]r_clock_count=0;
reg[9:0]r_clock_count1=0;
reg[2:0]r_bit_index=0;
reg[7:0]r_data_bits=0;
reg[4:0]next=5'b000;
reg tx_serial;
always@(posedge clk_50M)
begin
if(count_colors==4)
		count_colors<=1;
case(r_state)
IDLE:
	begin
		r_clock_count=0;
		if(r_clock_count1<clks_per_bit-1)
		begin
		r_clock_count1<=r_clock_count1+1'b1;
		r_state<=IDLE;
		r_bit_index=0;
		tx_serial<=1'b1;
		end
		else if(next<=11 && counter==0 && flag==1)
		begin
		r_state<=tx_start_bit;
		end
		else if(counter==1)begin
		r_state<=rest;
		end
		else 
		r_state<=IDLE;
		end
tx_start_bit:
	begin 
		tx_serial<=0;
		if(r_clock_count<clks_per_bit-1)
		begin
			r_clock_count<=r_clock_count+1'b1;
			r_state<=tx_start_bit;
			end
			else
			begin
			r_clock_count<=0;
			r_state<=tx_data_bit;
			if(next==0)r_data_bits=8'b01010011;
			else if(next==1)r_data_bits=8'b01001001; 
			else if(next==2)r_data_bits=8'b00101101;
			else if(next==3)begin
			r_data_bits=8'b01010011;
			end
			else if(next==4)begin
			r_data_bits=8'b01001001;
			end
			else if(next==5)begin
			r_data_bits=8'b01001101;
			end
			else if(next==6)begin
			if(count_colors==1)
			r_data_bits=8'b00110001;
			else if(count_colors==2)
			r_data_bits=8'b00110010;
			else if(count_colors==3)
			r_data_bits=8'b00110011;
			end
			else if(next==7)begin
			r_data_bits=8'b00101101;
			end
			else if(next==8)begin
			if(red==1)begin
			r_data_bits=8'b01010000;
			end
			else if(green==1)begin
			r_data_bits=8'b01001110;
			end
			else if(blue==1)begin
			r_data_bits=8'b01010111;
			end
			end
			else if(next==9)begin
			r_data_bits=8'b00101101;
			end
			else if(next==10)begin
			r_data_bits=8'b00100011;
			end
			else if(next==11)begin
			r_data_bits=8'b00001010;
			counter<=counter+1;
			count_colors<=count_colors+1;
			if(count_colors==0)
			count_colors<=1;
			end
			else r_data_bits=0;
			end
			end
tx_data_bit:
	begin
		tx_serial<=r_data_bits[r_bit_index];
		if(r_clock_count<clks_per_bit-1)
		begin
			r_clock_count<=r_clock_count+1'b1;
			r_state<=tx_data_bit;
		end
		else 
		begin
			if(r_bit_index==7)
			begin
				r_clock_count<=0;
				r_state<=tx_stop_bit;
			end
			else
			begin
				r_clock_count<=0;
				r_state<=tx_data_bit;
				r_bit_index<=r_bit_index+1'b1;
			end
			end
			end
tx_stop_bit:
	begin
	tx_serial<=1;
	if(r_clock_count<2*(clks_per_bit)-3)
	begin
		r_clock_count<=r_clock_count+1'b1;
		r_state<=tx_stop_bit;
	end
	else 
	begin
	r_state<=cleanup;
	end
	end
cleanup:
	begin
		r_clock_count<=0;
		r_bit_index<=0;
		r_state<=IDLE;
		next=next+1'b1;
	end
rest:
begin
	if(flag==0)begin
	counter<=0;
	next<=0;
	r_state<=IDLE;
	end
	else r_state<=rest;
end
default:
	begin
		r_state<=IDLE;
		end
endcase
end
		assign tx=tx_serial;
endmodule
File: flow/run.sh
#!/bin/bash
# OpenROAD 26Q1-2900-gdf79404cd8, Yosys 0.63+post, stock flow scripts
make -C /OpenROAD-flow-scripts/flow DESIGN_CONFIG=/design/flow/config.mk WORK_HOME=/design/flow/orfs finish
File: flow/config.mk
export PLATFORM = sky130hd
export DESIGN_NAME = SM_1153_uart
export DESIGN_NICKNAME = SM_1153_uart
export VERILOG_FILES = /design/flow/design.v
export SDC_FILE = /design/flow/constraint.sdc
export NUM_CORES = 4
export LEC_CHECK = 1
export CORE_UTILIZATION = 50
File: flow/constraint.sdc
current_design SM_1153_uart

set clk_period 3.4
set clk_io_pct 0.2

create_clock -name clk0 -period $clk_period [get_ports {clk_50M}]

set non_clock_inputs [all_inputs -no_clocks]
set_input_delay [expr $clk_period * $clk_io_pct] -clock clk0 $non_clock_inputs
set_output_delay [expr $clk_period * $clk_io_pct] -clock clk0 [all_outputs]
==> results.ini <==
[drt]
vias_per_cell=5.69
wl_um=5080
wl_per_cell_um=14.3
antenna_cells=0
drt-pass1-iter-count=4
drc=0
ant_nets=0
vias=2026
drtIter0Drc=92

[worst_setup_path]
required_ns=3.34
cp_cell_sequence=inv_1 > ha_1 > and4bb_2 > o211ai_1 > o41ai_1 > a21oi_1
cp-start-kind=flop
worstSetupPathType=reg2reg
crit_family=AND-OR/OR-AND gates
worstSetupEndpointType=flop
critPathBufInv=1
crit_path_max_incr_delay_ns=0.54
slowest_stage=a21oi_1
crit_arrival_ns=2.26
r2r_cells=6
cp_max_fo=13
critical_path_depth=6

[global_routing]
grtUsageTotal_pct=19.6
grt_pass1_vias=1846
grt_pass1_wl_um=8830
grt_overflow=0
antenna_found_initial=0
grt_max_degree=22

[power_and_ir_drop]
vdd_drop_max_v=0.000173
power-per-cell-area_mw_per_mm2=305
p_leak_nw=1.06

[yosys]
ys_seq_share_pct=44.2
numSynthFlops=43
top_cell_area_share_pct=39.9
yosysCellCount=284
top_cell=edfxtp_1
ys_types=55
netlist_area_mm2=0.00279
ys_area_mm2=0.00279
synthFlopType=edfxtp_1
synth-async-reset-ratio_pct=0
topCellsByArea=edfxtp_1, ha_1, dfxtp_1, nor2_1, xnor2_1
avgSynthCellArea_um2=9.82
common_cells=edfxtp_1, nor2_1, nand2_1
edf_count=37
syn_inst=284
yosys_warnings=1
yosys.area.top_type=edfxtp_1

[min_path]
min_path_cells=2
worstHoldPathType=reg2reg

[clock_tree]
cts-hold-fix-buffers=0
htreeDepth=2
cts_tree=done
cts_max_path_buffers=2
clock-sinks=43
clk_pin_slew_ns=0.09
cts_resized=0
cts_made_buffers=5
post_cts_buffers=0
clock_latency_ns=0.30
cts-root-buf=clkbuf_8

[floorplanning]
fp.coreArea_mm2=0.00524
io_pins=6
fp_util_pct=53.2
die_h_um=76.7
rows=26
dieWidth_um=76.7
chipArea_mm2=0.00588

[placed_design]
dp_hpwl_um=3720
place_area_mm2=0.00287
place_congestion=0.865
port_buffers=5

[final_timing]
tightest_slew_ns=0.662
worst_clock_skew_ns=0.00669
final_max_slew_viol_count=0
rsz0062_at_grt=false
period_needed_ns=2.33
hold_violations=0
max_slew_margin_pct=55.5
fin_tns_setup_ns=0
setup_violations=0
fmax_mhz=430
min_period_over_period_pct=68.5

[run_status]
status=complete, no violations

[layout]
syn2layout_area_growth_pct=6.19
nFillCells=468
design_area_mm2=0.00296
drive_above_1_share_pct=7.34

[job]
maxCapViolCount=0
warnings=33

[where the power goes]
part           internal (W)  leakage (nW)  switching, W   total (W)
Combinational    0.00000455         0.583    0.00000291  0.00000747
Clock              0.000147        0.0408      0.000184    0.000331
Sequential         0.000563         0.438             0    0.000563
Total              0.000715          1.06      0.000187    0.000902
[state kept, by name (all words and copies together), names as in the netlist]
name            count
r_clock_count1     10
r_clock_count      10
r_state             3
next                5
count_colors        3
tx_serial           1
r_bit_index         3
r_data_bits         7
counter             1
[tightest hold or removal path, cell delays in order (launching register included)]
cell	delay (ns)
dfxtp_1	0.35
a2bb2oi_1	0.14
nor2_1	0.05
[cells by family after synthesis]
logic type	Yosys count	share of synthesized area, %
simple gates	116	22.7
compound gates	60	14.3
flops	43	44.2
buf+inv	29	4.85
xor+xnor	18	5.66
fa+ha+maj	16	7.18
mux	2	1.17
[routing by layer]
layer	track usage, %	vias up	routed length, um
li1	-	1040	-
met4	2.31	0	55
met3	2.54	5	209
met1	36.2	946	2740
met5	0	-	0
met2	26.8	35	2080
[final cells by class]
class / count / area [um^2] / share of cell area, %
repair buffers: 6 / 57.6 / 1.94
multi-input cells: 212 / 1430 / 48.2
clock inverters: 3 / 23.8 / 0.803
inverters: 17 / 63.8 / 2.16
flip-flops and latches: 43 / 1230 / 41.6
clock buffers: 5 / 68.8 / 2.32
well taps: 70 / 87.6 / 2.96
[per-stage QoR]
| stage | hold WS, ns | setup slack (ns) | std cells | utilization (%) | power (W) |
|---|---|---|---|---|---|
| after floorplan | 0.522 | 1.08 | 284 | - | 0.000576 |
| final | 0.582 | 1.07 | 356 | 56.5 | 0.000902 |
| after global routing | 0.619 | 0.913 | 356 | 56.5 | 0.000934 |
| after global placement | 0.559 | 1.14 | 348 | 54.8 | 0.000583 |
| after detailed placement | 0.572 | 1.11 | 348 | 54.8 | 0.000583 |
| after CTS | 0.590 | 1.09 | 356 | 56.5 | 0.000917 |
[worst paths after layout]
| kind | from | to | slack [ns] |
|---|---|---|---|
| worst max register to register | next[0] | r_data_bits[1] | 1.07 |
| worst min register to register | count_colors[1] | count_colors[1] | 0.58 |
| worst min-delay path | count_colors[1] | count_colors[1] | 0.58 |
| worst max-delay path | next[0] | r_data_bits[1] | 1.07 |
[layout by cell type (no fill, tap or decap), drive strengths merged, types with 6 or more instances in the layout]
master  count
inv        18
nand4       7
nor2b       7
nand3      10
and3        6
nand2b      9
nand2      21
xor2        6
a21oi      15
dfxtp       6
o21ai      10
xnor2      12
ha         16
nor2       33
edfxtp     37
nor3        6
a31oi       7
Power and IR drop assume default switching activity.
