`/design/flow/config.mk`:
```
export PLATFORM = sky130hd
export DESIGN_NAME = SM_1153_robot_control
export DESIGN_NICKNAME = SM_1153_robot_control
export VERILOG_FILES = /design/flow/design.v
export SDC_FILE = /design/flow/constraint.sdc
export NUM_CORES = 4
export LEC_CHECK = 1
export CORE_UTILIZATION = 30
```
`/design/flow/constraint.sdc`:
```
current_design SM_1153_robot_control

set clk_period 6.8
set clk_io_pct 0.2

create_clock -name clk0 -period $clk_period [get_ports {clk_50}]

set non_clock_inputs [all_inputs -no_clocks]
set_input_delay [expr $clk_period * $clk_io_pct] -clock clk0 $non_clock_inputs
set_output_delay [expr $clk_period * $clk_io_pct] -clock clk0 [all_outputs]
```
`/design/flow/design.v`:
```
module SM_1153_robot_control(
	input clk_50,
	input [11:0]input1,
	input [11:0]input2,
	input [11:0]input3,
	output d_input1,
	output d_input2,
	output d_input3,
	output [7:0]motor_a_t1,
	output [7:0]motor_a_t2,
	output [7:0]motor_b_t1,
	output [7:0]motor_b_t2,
	input signed[7:0]error_node,
	output node_detected_temp,
	output r_node_detected_temp,
	input [5:0]node,
	input left,
	input right,
	input reverse
);
reg node_detected=0;
reg [5:0]count_hold=1;
reg signed [7:0] motor_a_t1_temp=77; 
reg signed [7:0]motor_b_t1_temp=77; 
reg signed[7:0] kp=6; 
reg signed[7:0] kd=1.2; 
reg signed[7:0] ki=0;
reg signed[7:0] error=0;
reg signed[7:0] previous_error=0;
reg signed[7:0] p=0;
reg signed[7:0] i=0;
reg signed[7:0] d=0;
reg signed[7:0] pid_value;
parameter thres_lower=300;
parameter thres_upper=2500;
reg digital_input1;
reg digital_input2;
reg digital_input3;
always@(posedge clk_50)begin
if(input1 < thres_upper)
digital_input1<=1'b1;
else if (input1>=thres_upper) digital_input1<=1'b0;
if(input2<thres_upper)
digital_input2<=1'b1;
else if(input2>=thres_upper) digital_input2<=1'b0;
if(input3<thres_upper)
digital_input3<=1'b1;
else  if (input3>=thres_upper) digital_input3<=1'b0;
end
assign d_input1=digital_input1;
assign d_input2=digital_input2;
assign d_input3=digital_input3;
reg r_node_detected;
always@(posedge clk_50)begin
if(digital_input1==1 && digital_input2==0 && digital_input3==1)begin
error<=0;
node_detected<=0;
end
else if(digital_input1==0 && digital_input2==1 && digital_input3==1)begin
error<=2;
node_detected<=0;
end
else if(digital_input1==1 && digital_input2==1 && digital_input3==0)begin 
error<=-2;
node_detected<=0;
end
else if(digital_input1==0 && digital_input2==0 && digital_input3==0)begin
node_detected<=1;
if(left==1)begin
error<=10;
end
else if(right==1)begin
error<=-10;
end
else error<=0;
end
else if(digital_input1==0 && digital_input2==0 && digital_input3==1)begin
node_detected<=0;
error<=1;
end
else if(digital_input1==1 && digital_input2==0 && digital_input3==0)begin
node_detected<=0;
error<=-1;
end
end
reg signed[7:0]motor_a;
reg signed[7:0]motor_b;
reg signed[7:0]motor_a1=0;
reg signed[7:0]motor_b1=0;
reg [2:0]state=IDLE;
reg [2:0]count_states=0;
parameter IDLE=3'b000;
parameter PID=3'b001;
parameter hold=3'b010;
parameter stop=3'b011;
parameter adjust=3'b100;
reg [31:0]count_delay=0;
reg [31:0]count_delay1=0;
parameter delay1=100000; 
parameter delay=5000;
parameter delay_stop=10;
reg [2:0]count_state1=0;
always@(posedge clk_50)begin
case(state)
IDLE:
	begin
	if(node==22)begin
	state<=stop;
	end
	r_node_detected<=0;
	 if(node_detected==0)begin
	 state<=PID;
	 end
	 else if(node_detected==1 && error==10 || error==-10)begin
	 state<=stop;
	 end
	 else state<=PID;
	end
PID:
	begin
	if(node==22)begin
	state<=node;
	end
	if(node_detected==1 && error ==10 || error==-10)begin
	count_delay<=0;
	state<=stop;
	end
	else begin
	r_node_detected<=0;
	p<=error;
	i<=i+previous_error;
	d<=error-previous_error;
	previous_error<=error;
	pid_value<=kp*p + ki*i+kd*d;
	motor_a<=motor_a_t1_temp-pid_value;
	motor_b<=motor_b_t1_temp+pid_value;
	state<=PID;
	end
	end
adjust:
	begin
	if(count_delay1<=delay1)begin
	count_delay1<=count_delay1+1;
	motor_a<=76;
	motor_b<=76;
	motor_a1<=0;
	motor_b1<=0;
	end
	else if(count_states<=2)begin
	count_states<=count_states+1;
	count_delay1<=0;
	state<=adjust;
	end
	else begin
	state<=hold;
	count_states<=0;
	end
	end
hold:
	begin
	if(count_delay<=delay)
begin
	count_delay<=count_delay+1;
	r_node_detected<=1;
	if(left==1||reverse==1)begin
	motor_a<=0;
	motor_b<=90;
	motor_a1<=90;
	motor_b1<=0;
	end
	else if(right==1)begin
	motor_a<=90;
	motor_b<=0;
	motor_a1<=0;
	motor_b1<=90;
	end
	state<=hold;
end
	else if(d_input1!==0&&d_input2==0&&d_input3==0||count_state1<=count_hold)begin
	count_delay<=0;
	state<=hold;
	count_state1<=count_state1+1;
	end
	else begin
	motor_a<=0;
	motor_b<=0;
	motor_a1<=0;
	motor_b1<=0;
	count_delay<=0;
	r_node_detected<=0;
	state<=IDLE;
	count_delay1<=0;
	count_state1<=0;
	end
	end
stop: 
	begin
	if(count_delay<=delay_stop||node==22)begin
	count_delay<=count_delay+1;
	motor_a<=0;
	motor_b<=0;
	r_node_detected<=1;
	end
	else begin
	count_delay<=0;
	r_node_detected<=0;
	if(left==1||right==1)begin
	count_hold<=1;
	end 
	else if(reverse==1)begin
	count_hold<=6;
	end
	state<=adjust;
	end
	end
endcase
end
assign motor_a_t1=motor_a;
assign motor_b_t1=motor_b;
assign motor_a_t2=motor_a1;
assign motor_b_t2=motor_b1;
assign node_detected_temp=node_detected;
assign r_node_detected_temp=r_node_detected;
endmodule
```
`/design/flow/run.sh`:
```
#!/bin/bash
# OpenROAD 26Q1-2900-gdf79404cd8, Yosys 0.63+post, stock flow scripts
make -C /OpenROAD-flow-scripts/flow DESIGN_CONFIG=/design/flow/config.mk WORK_HOME=/design/flow/orfs finish
```
==> PnR_summary.wiki <==
=== Physical design figures ===
{| class="wikitable"
! Metric !! Value
|-
| Number of placement rows || 55
|-
| Net switching component of the power || 1077 µW
|-
| Sequential cell area fraction in the yosys report || 51.38%
|-
| Power share of the clock group || 26.5%
|-
| Half-perimeter wire length after detailed placement || 8667 µm
|-
| Number of warnings the tools reported || 46
|-
| End point of the critical path || motor_a[5]
|-
| Hold-fix buffers at CTS || 0
|-
| Leakage || 0.002963 µW
|-
| Final wirelength || 12,680 µm
|-
| Starting DRT DRC Count || 151
|-
| Uppermost routed layer || met4
|-
| Internal reg-to-reg setup slack || 3.98 ns
|-
| Chip width || 153.8 µm
|-
| Worst Skew || 0.009409 ns
|-
| Leading post-synthesis cells by cell area || edfxtp_1 49%, ha_1 5.6%, xnor2_1 3.9%
|-
| Worst vdd rail ir drop || 0.0001845 V
|-
| Hold WC Path Type || register to register
|-
| Leading area contributor after synthesis || edfxtp_1
|-
| Endpoint of the most critical register-to-register path || motor_a[5]
|-
| Gate Area || 3073 µm²
|-
| Setup TNS after final layout || 0 ns
|-
| Insertion delay to the later sink of the worst-skew pair || 0.41 ns
|-
| Post-synth tally of flip-flops with integrated enable || 113
|-
| Post-DR vias/cell || 4.695
|-
| Async SR Flop Fraction || 0%
|-
| Vertical die size || 153.8 µm
|-
| Clock-pin slew of the registers on the worst-case setup and hold paths || 0.06 ns
|-
| CTS tree || yes
|-
| Setup Crit Path Kind || input port to register
|-
| Routed vias || 4,686
|-
| Primary FF master, synth || edfxtp_1
|-
| Number of routed nets with antenna violations || 0
|-
| Crit path time final || 3.180 ns
|-
| Die Area || 23,660 µm²
|-
| Number of sinks driven by the clock tree || 121
|-
| IO Port Bufs || 68
|-
| Resize count post-CTS || 0
|-
| Cell-internal power || 2235 µW
|-
| Placer congestion estimate || 0.8344
|-
| Number of diodes added for antenna fixing || 0
|-
| Number of global-route vias before repair || 4,393
|-
| DR pass1 iterations || 4
|-
| MaxCap Viol Count || 0
|-
| First-pass GRT wire length || 21,640 µm
|-
| Tightest slew margin relative to the limit || 42.89%
|-
| Hold Violations, Final || 0
|-
| Core area || 22,640 µm²
|-
| Fraction of the cycle the final worst path needs || 46.76%
|-
| Ys cells || 621
|-
| Type of element capturing the critical path || register
|-
| Run status || finished clean
|-
| Antenna violations before repair || 0
|-
| Final core utilization || 37.26%
|-
| Fmax || 314.5 MHz
|-
| Area taken by flip-flops and latches || 3553 µm²
|-
| Share of total power consumed by net switching || 32.51%
|-
| Pin count of the biggest net entering global routing || 35
|-
| Cell area after technology mapping || 6915 µm²
|-
| Worst R2R Start || count_delay1[0]
|-
| Data arrival time at the worst-slack endpoint || 3.29 ns
|-
| Number of endpoints failing setup at the final stage || 0
|-
| Cell Count Post-Placement || 966
|-
| Kind of start point of the critical path || input port
|-
| Number of synthesized register bits || 121
|-
| Layout fillers || 2,150
|-
| Number of cells on the worst reg-to-reg path || 8
|-
| Residual DRC || 0
|-
| Sum of met3 wire segment lengths after detailed routing || 537 µm
|-
| Non-filler instance count after layout || 998
|-
| Worst Hold Margin || 0.4179 ns
|-
| Number of buffers on the longest clock path || 2
|-
| Clock root buffer || clkbuf_16
|-
| Fraction of synthesized cell area taken by the top area cell type || 49.07%
|-
| RSZ-0062 raised after global routing || false
|-
| CTS H-tree lvls || 4
|-
| Amount of wire on met2 after detailed routing || 5818 µm
|-
| Distinct cell type count after synthesis || 61
|-
| Total routing usage reported by global routing || 11.65%
|-
| Starting density of the core || 30.54%
|-
| CP Data Required Time || 6.91 ns
|-
| Worst-path fanout max || 15
|-
| Relative contribution of sequential cells to total power || 40.8%
|-
| Total global routing overflow || 0
|-
| Top cells by instance count after synthesis || 113 x edfxtp_1, 48 x nor2_1, 44 x nand2_1
|-
| Yosys Warn Count || 2
|-
| Met1 WL || 6128 µm
|-
| Launch point of the worst path || node[5]
|-
| Yosys stat chip area || 6915 µm²
|-
| Fraction of final layout cells sized beyond drive strength 1 || 8.836%
|-
| Wire length per cell || 12.70 µm
|-
| Most common cell in the netlist || edfxtp_1
|-
| Post-Syn Area per Cell || 11.14 µm²
|-
| Num CTS Buffers || 17
|-
| Boundary pin count || 91
|-
| Number of slew-limit violations in the final report || 0
|-
| Setup Fix Bufs, Post-CTS || 0
|-
| Least-Margin Pin Slew || 0.8516 ns
|-
| Cells after synthesis || 621
|-
| Post-synthesis to final-layout area growth || 22.00%
|-
| Ratio of total power to cell area || 392.5 nW/µm²
|-
| Part of the total power dissipated in combinational logic || 32.6%
|}
[registers in the layout, summed over array words and instances, names as in the netlist, 4 cells and up]
signal / count
count_delay1: 32
d: 8
motor_a: 7
p: 4
error: 4
pid_value: 8
motor_b: 8
count_delay: 32
[worst max-delay path, cell delays in order]
cell and delay (ns):
clkdlybuf4s50_1 0.39, nand4bb_1 0.18, nor3b_1 0.58, nor3_1 0.20
nor4_2 0.30, buf_4 0.27
[power groups by stage]
stage / Clock [µW] / Sequential [µW] / Combinational [µW]
after CTS: 903 / 1360 / 1100
after global routing: 936 / 1390 / 1240
final: 879 / 1350 / 1080
[per-stage QoR]
| stage | worst slack (ns) | area (µm²) | power, µW |
|---|---|---|---|
| 2_1_floorplan | 2.816 | 6998 | 2116 |
| 3_3_place_gp | 3.140 | 7844 | 2445 |
| 3_5_place_dp | 3.136 | 7844 | 2457 |
| 4_1_cts | 3.589 | 8437 | 3359 |
| 5_1_grt | 3.518 | 8437 | 3566 |
| 6_report | 3.620 | 8437 | 3311 |
[cells in the final DEF, fill, tap and decap left out, drive strengths merged, types with 3 or more instances in the layout]
master / n
conb: 23
edfxtp: 113
fa: 3
clkdlybuf4s50: 68
nand2: 45
nand2b: 8
dfxtp: 8
nand4: 15
o31ai: 7
nor4b: 3
or3: 9
a21oi: 23
nor2: 48
a221oi: 6
clkinv: 5
nor2b: 8
nand3: 24
a211oi: 26
and3: 10
ha: 31
and4: 6
xnor2: 31
xor2: 30
buf: 7
o21ai: 29
o211ai: 3
nor4: 17
nor3: 14
clkbuf: 22
o21a: 3
and2: 5
inv: 39
[metal layers]
metal	GRT usage [%]	vias to the layer above
met1	17.90	2154
li1	-	2431
met2	17.81	89
met5	0	-
met3	2.929	12
met4	1.524	0
[how the worst min path moves through the flow]
stage | startpoint | end | slack (ns) | cells after the start
6_report | d[0] | pid_value[0] | 0.42 | 0
5_1_grt | d[0] | pid_value[0] | 0.44 | 0
4_1_cts | d[0] | pid_value[0] | 0.42 | 0
[final cells by class]
type                    count  share of cell area, %
repair buffers             75                  8.690
multi-input cells         451                  36.42
inverters                  34                  1.513
well taps                 285                  4.227
flip-flops and latches    121                  42.12
clock inverters            10                 0.9046
clock buffers              22                  6.125
[kinds of logic after synthesis]
family                   Yosys count  share of synthesized area (%)
other                              1                        0.05423
adder cells (fa/ha/maj)           34                          6.477
multiplexers                       1                         0.1447
AND-OR/OR-AND                    114                          11.71
XOR/XNOR                          61                          7.726
flip-flops                       121                          51.38
AND/OR/NAND/NOR                  218                          16.83
buffers and inverters             71                          5.681
Power is estimated from default activity; no workload was simulated.
